===== ./config.mk =====
export PLATFORM = sky130hd
export DESIGN_NAME = calculator
export DESIGN_NICKNAME = calculator
export VERILOG_FILES = /design/flow/design.v
export SDC_FILE = /design/flow/constraint.sdc
export NUM_CORES = 4
export LEC_CHECK = 1
export CORE_UTILIZATION = 50

===== ./constraint.sdc =====
current_design calculator

set clk_period 38.2
set clk_io_pct 0.2

create_clock -name clk0 -period $clk_period [get_ports {clk}]

set non_clock_inputs [all_inputs -no_clocks]
set_input_delay [expr $clk_period * $clk_io_pct] -clock clk0 $non_clock_inputs
set_output_delay [expr $clk_period * $clk_io_pct] -clock clk0 [all_outputs]

===== ./design.v =====
module arithmetic (
    input logic [13:0] number1,
    input logic [13:0] number2,
    input logic arithmetic_sel,
    output logic [13:0] result
);
    always_comb begin
        case (arithmetic_sel)
            0   :   result = number1 + number2;
            1   :   result = number1 - number2;
            default:    result = result;
        endcase
    end
endmodule
module bcd_mux #(
    parameter REFRESH_OVERFLOW = 2**19-1
) (
            input logic clk,
            input logic reset,
            input logic [3:0] number_0,
            input logic [3:0] number_1,
            input logic [3:0] number_2,
            input logic [3:0] number_3,
            output logic [3:0] output_number,
            output logic [3:0] digit_select
);
    logic ppms;
    logic [19:0] bit_cnt;
    always_ff @(posedge clk) begin
        if (reset)
            bit_cnt <= 0;
        else if (bit_cnt == REFRESH_OVERFLOW)
            bit_cnt <= 0;
        else
            bit_cnt <= bit_cnt + 1;
    end
    assign ppms = (bit_cnt == REFRESH_OVERFLOW) ? 1 : 0;
    logic [1:0] sel_cnt;
    always_ff @(posedge clk) begin
        if (reset)
            sel_cnt <= 0;
        else if (ppms == 1)
            sel_cnt <= sel_cnt + 1;
    end
    always_comb begin
        case (sel_cnt)
            0   :   digit_select = 4'b1110;
            1   :   digit_select = 4'b1101;
            2   :   digit_select = 4'b1011;
            3   :   digit_select = 4'b0111;
            default : digit_select = 4'b1110;
        endcase
    end
    always_comb begin
        case (sel_cnt)
            0   :   output_number = number_0;
            1   :   output_number = number_1;
            2   :   output_number = number_2;
            3   :   output_number = number_3;
            default : output_number = 4'b0000;
        endcase
    end
endmodule
module calculator #(
    parameter REFRESH_OVERFLOW = 2**19-1,
    parameter DB_OVERFLOW = 999999,
    parameter SLIDER_OVERFLOW = 32500000
)(
    input logic clk,
    input logic reset,
    input logic button_clr_undeb,
    input logic button_ent_undeb,
    input logic sld_1,
    input logic sld_2,
    input logic sld_3,
    input logic sld_4,
    input logic sld_arith,
    output logic [3:0] digit_select,
    output logic [6:0] led_select
);
    logic btn_clr, btn_ent;
    calculator_input #(
        .DB_OVERFLOW(DB_OVERFLOW)
    ) input_mod (
        .clk(clk),
        .reset(reset),
        .button_clr_undeb(button_clr_undeb),
        .button_ent_undeb(button_ent_undeb),
        .button_clr(btn_clr),
        .button_ent(btn_ent));
    logic output_number_select = 0;
    logic [13:0] number_1;
    logic [13:0] number_2;
    always_ff @( posedge clk ) begin
        if(reset || btn_clr)
            output_number_select <= 0;
        else if (btn_ent)
            output_number_select <= output_number_select + 1;
        else
            output_number_select <= output_number_select;
    end
    slider_increment #(
        .SLIDER_OVERFLOW(SLIDER_OVERFLOW)
    ) slider_mod (
        .clk(clk), 
        .rst_ext(reset),
        .slider_1(sld_1),
        .slider_2(sld_2),
        .slider_3(sld_3),
        .slider_4(sld_4),
        .write_number_select(output_number_select),
        .btn_clr(btn_clr),
        .number_1(number_1),
        .number_2(number_2));
    logic [13:0] number_result;
    arithmetic arithmetic_mod (
        .number1(number_1),
        .number2(number_2),
        .arithmetic_sel(sld_arith),
        .result(number_result));
    logic [13:0] display_number;
    logic [1:0] select_number;
    always_ff @( posedge clk ) begin
        if (reset || btn_clr)
            select_number <= 0;
        else if (btn_ent)
            select_number <= select_number + 1;
    end
    always_comb begin
        case (select_number)
            0   : display_number = number_1;
            1   : display_number = number_2;
            2   : display_number = number_result;
            default: display_number = {14{1'bx}};
        endcase
    end
    display #(
        .REFRESH_OVERFLOW(REFRESH_OVERFLOW)
    ) display (
        .clk(clk),
        .reset(reset),
        .to_display_nr(display_number),
        .digit_select(digit_select),
        .led_select(led_select));
endmodule
module calculator_input #(
    parameter DB_OVERFLOW = 999999
)(
    input logic clk,
    input logic reset,
    input logic button_clr_undeb,
    input logic button_ent_undeb,
    output logic button_clr,
    output logic button_ent
);
    logic button_clr_deb;
    debounce #(.DB_OVERFLOW(DB_OVERFLOW)) clr_deb (
        .clk(clk),
        .rst_ext(reset),
        .undeb(button_clr_undeb),
        .deb(button_clr_deb));
    input_sync clr_sync (
        .clk(clk),
        .rst(reset),
        .unsync(button_clr_deb),
        .synced(button_clr));
    logic button_ent_deb;
    debounce #(.DB_OVERFLOW(DB_OVERFLOW)) ent_deb (
        .clk(clk),
        .rst_ext(reset),
        .undeb(button_ent_undeb),
        .deb(button_ent_deb));
    input_sync ent_sync (
        .clk(clk),
        .rst(reset),
        .unsync(button_ent_deb),
        .synced(button_ent));
endmodule
module debounce #(
    parameter DB_OVERFLOW = 999999
)(
    input logic clk,
    input logic rst_ext,
    input logic undeb,
    output logic deb
);
    logic [26:0] cnt;
    logic exp;
    logic rst;
    assign rst = rst_ext | undeb;
    always_ff @( posedge clk ) begin
        if (rst)
            cnt <= 0;
        else if (cnt == DB_OVERFLOW)
            cnt <= cnt;
        else
            cnt <= cnt + 1;
    end
    assign exp = (cnt == DB_OVERFLOW) ? 1 : 0;
    assign deb = exp & undeb;
endmodule
module display #(
    parameter REFRESH_OVERFLOW = 2**19-1
) (
    input logic clk,
    input logic reset,
    input logic [13:0] to_display_nr,
    output logic [3:0] digit_select,
    output logic [6:0] led_select
);
    logic [3:0] digit_display;
    logic [3:0] split_nr_0, split_nr_1, split_nr_2, split_nr_3;
    bcd_mux #(
        .REFRESH_OVERFLOW(REFRESH_OVERFLOW)
    ) MUX (
        .clk(clk),
        .reset(reset),
        .number_0(split_nr_0),
        .number_1(split_nr_1),
        .number_2(split_nr_2),
        .number_3(split_nr_3),
        .output_number(digit_display),
        .digit_select(digit_select));
    seg_dec seg_dec_mod (
        .disp_num(digit_display),
        .bcn(led_select));
    split_number number_mod (
        .number_i(to_display_nr),
        .number_o0(split_nr_0),
        .number_o1(split_nr_1),
        .number_o2(split_nr_2),
        .number_o3(split_nr_3));
endmodule
module input_sync (
    input logic clk,
    input logic rst,
    input logic unsync,
    output logic synced
);
    logic [2:0] input_signal;
    always_ff @( posedge clk ) begin
        if (rst)
            input_signal <= 0;
        else
            input_signal <= {input_signal[1:0], unsync};
    end
    assign synced = ~input_signal[2] & input_signal[1];
endmodule
module seg_dec (
    input logic [3:0] disp_num,  
    output logic [6:0] bcn  
);
    always_comb
    begin
        case (disp_num)
            0   :   bcn = 7'b0000001;
            1   :   bcn = 7'b1001111;
            2   :   bcn = 7'b0010010;
            3   :   bcn = 7'b0000110;
            4   :   bcn = 7'b1001100;
            5   :   bcn = 7'b0100100;
            6   :   bcn = 7'b0100000;
            7   :   bcn = 7'b0001111;
            8   :   bcn = 7'b0000000;
            9   :   bcn = 7'b0000100;
            default : bcn = 7'b1111111;
        endcase
    end
endmodule
module slider_increment #(
    parameter SLIDER_OVERFLOW = 32500000
)(
    input logic clk,
    input logic rst_ext,
    input logic slider_1,
    input logic slider_2,
    input logic slider_3,
    input logic slider_4,
    input logic write_number_select,
    input logic btn_clr,
    output logic [13:0] number_1,
    output logic [13:0] number_2
);
    logic rst_int;
    logic rst;
    assign rst = rst_ext | rst_int;
    logic [25:0] cnt_1;
    logic [25:0] cnt_2;
    logic [25:0] cnt_3;
    logic [25:0] cnt_4;
    always_ff @( posedge clk ) begin
        if (rst || btn_clr) begin
            cnt_1 <= 0;
            cnt_2 <= 0;
            cnt_3 <= 0;
            cnt_4 <= 0;
        end
        else if (slider_1)
            cnt_1 <= cnt_1 + 1;
        else if (slider_2)
            cnt_2 <= cnt_2 + 1;
        else if (slider_3)
            cnt_3 <= cnt_3 + 1;
        else if (slider_4)
            cnt_4 <= cnt_4 + 1;
    end
    always_ff @( posedge clk ) begin
        if(rst_ext || btn_clr || number_1 > 9999 || number_2 > 9999) begin
            number_1 <= 0;
            number_2 <= 0;
        end
        else if(cnt_1 == SLIDER_OVERFLOW && write_number_select == 0)
            number_1 <= number_1 + 1;
        else if(cnt_1 == SLIDER_OVERFLOW && write_number_select == 1)
            number_2 <= number_2 + 1;
        else if(cnt_2 == SLIDER_OVERFLOW && write_number_select == 0)
            number_1 <= number_1 + 10;
        else if(cnt_2 == SLIDER_OVERFLOW && write_number_select == 1)
            number_2 <= number_2 + 10;
        else if(cnt_3 == SLIDER_OVERFLOW && write_number_select == 0)
            number_1 <= number_1 + 100;
        else if(cnt_3 == SLIDER_OVERFLOW && write_number_select == 1)
            number_2 <= number_2 + 100;
        else if(cnt_4 == SLIDER_OVERFLOW && write_number_select == 0)
            number_1 <= number_1 + 1000;
        else if(cnt_4 == SLIDER_OVERFLOW && write_number_select == 1)
            number_2 <= number_2 + 1000;
        else begin
            number_1 <= number_1;
            number_2 <= number_2;
        end
    end
    always_comb begin
        if(cnt_1 > SLIDER_OVERFLOW || cnt_2 > SLIDER_OVERFLOW || cnt_3 > SLIDER_OVERFLOW || cnt_4 > SLIDER_OVERFLOW)
            rst_int = 1;
        else
            rst_int = 0;
    end
endmodule
module split_number (
    input logic [13:0] number_i,
    output logic [3:0] number_o0,
    output logic [3:0] number_o1,
    output logic [3:0] number_o2,
    output logic [3:0] number_o3
);
    logic [13:0] split_nr[4];
    assign split_nr[3] = number_i / 1000;
    assign split_nr[2] = (number_i - split_nr[3] *1000)/100;
    assign split_nr[1] = (number_i - split_nr[2] *100 - split_nr[3] *1000)/10;
    assign split_nr[0] = (number_i - split_nr[1] *10 - split_nr[2] * 100 - split_nr[3] *1000);
    assign number_o3 = split_nr[3][3:0];
    assign number_o2 = split_nr[2][3:0];
    assign number_o1 = split_nr[1][3:0];
    assign number_o0 = split_nr[0][3:0];
endmodule

===== ./run.sh =====
#!/bin/bash
# OpenROAD 26Q1-2900-gdf79404cd8, Yosys 0.63+post, stock flow scripts
make -C /OpenROAD-flow-scripts/flow DESIGN_CONFIG=/design/flow/config.mk WORK_HOME=/design/flow/orfs finish

==> results.sh <==
# flow metrics
export IMPL_outcome="complete, but fails checks"
export IMPL_violations="setup timing"
export IMPL_cts_made_buffers=21
export IMPL_cp_start_kind="input port"
export IMPL_synth_cell_types=122
export IMPL_avgSynthCellArea_um2=7.57
export IMPL_dr_total_vias=24400
export IMPL_cts_buffer_depth=3
export IMPL_critPathRequiredTime_ns=30.56
export IMPL_grt_setup_unrepaired="yes"
export IMPL_grt_pass1_wl_um=108000
export IMPL_crit_family="AND-OR/OR-AND gates"
export IMPL_finalHoldViolCount=0
export IMPL_arrival_ns=35.74
export IMPL_ys_cells=2940
export IMPL_fin_util_pct=72.6
export IMPL_postRouteAntennaNets=0
export IMPL_synth_top_cell_area_share_pct=19.5
export IMPL_synthTopCellsByArea="dfxtp_1, ha_1, nor2_1"
export IMPL_worstMarginPinSlew_ns=0.912
export IMPL_irDropWorstVdd_mv=0.0543
export IMPL_worstRegToRegCells=14
export IMPL_finalSetupViolCount=7
export IMPL_ys_seq_share_pct=19.5
export IMPL_ys_flops=217
export IMPL_p_leak_nw=12.9
export IMPL_grt_pass1_vias=22900
export IMPL_yosys_warnings=9
export IMPL_htree_levels=1
export IMPL_cpMaxStageDelayCell="fa_1"
export IMPL_final_max_slew_viol_count=0
export IMPL_clk_latency_ns=0.51
export IMPL_clkTransAtPathRegs_ns=0.06
export IMPL_grtUsageTotal_pct=29.3
export IMPL_io_pins=20
export IMPL_slew_headroom_pct=38.7
export IMPL_seq_area_mm2=0.00434
export IMPL_n_fill_cell=3142
export IMPL_critPathBufInv=20
export IMPL_fin_crit_sh_pct=114
export IMPL_cpPeakStageDelay_ns=0.56
export IMPL_dpl_hpwl_um=49200
export IMPL_grt_max_degree=60
export IMPL_io_buffers=19
export IMPL_critPathMaxFanout=8
export IMPL_fp_coreArea_mm2=0.0435
export IMPL_postSynthCellCount=2940
export IMPL_hold_path_depth=1
export IMPL_period_minus_slack_ns=43.38
export IMPL_path_class="in2out"
export IMPL_postSynth_topFlopCell="dfxtp_1"
export IMPL_maxCapViolCount=0
export IMPL_stdcell_area_mm2=0.0315
export IMPL_cts_sinks=217
export IMPL_cts_root_buffer="clkbuf_16"
export IMPL_gr_total_overflow=0
export IMPL_die_w_um=213
export IMPL_clock_fmax_mhz=23.1
export IMPL_p_per_area_mw_per_mm2=14.3
export IMPL_p_total_w=0.000450
export IMPL_cp_end_kind="primary output"
export IMPL_path_depth=143
export IMPL_fp_util_pct=51.2
export IMPL_row_count=76
export IMPL_hp_class="reg2reg"
export IMPL_grt_antenna_before_repair=1
export IMPL_layout_drive_gt1_share_pct=32.4
export IMPL_ys_area_mm2=0.0222
export IMPL_synth_area_mm2=0.0222
export IMPL_skew_ns=0.0184
export IMPL_dieArea_mm2=0.0453
export IMPL_viasPerCell=5.72
export IMPL_tns_ns=-35.79
export IMPL_drt_iter0_drc=1553
export IMPL_gp_congestion=0.982
export IMPL_common_cells="nor2_1, nand2_1, dfxtp_1"
export IMPL_cpMostUsedCell="buf_4"
export IMPL_postPlaceCellArea_mm2=0.0282
export IMPL_synthToLayoutAreaGrowth_pct=41.8
export IMPL_ctsHoldBuffers=0
export IMPL_drt_first_pass_iters=6
export IMPL_finalWorstSetupSlack_ns=-5.18
export IMPL_top_cell="nor2_1"
export IMPL_async_flop_share_pct=0
export IMPL_drt_wl_total_um=66400
export IMPL_drc_errors=0
export IMPL_synth_edff_count=0
export IMPL_wl_per_cell_um=15.6
export IMPL_log_warning_count=58
export IMPL_cts_tree="yes"
export IMPL_largest_area_cell="dfxtp_1"
export IMPL_die_y_um=213
export IMPL_logic_area_mm2=0.0191
## through the flow
step,worst slack (ns),hold slack (ns),cells
6_report,-5.18,0.445,4269
3_5_place_dp,-6.16,0.428,4094
4_1_cts,-4.59,0.444,4221
2_1_floorplan,-4.29,0.414,2943
5_1_grt,-6.60,0.463,4268
3_3_place_gp,-6.01,0.426,4094
## layout by cell type, fill, tap and decap left out, types with 20 or more instances in the layout
master	synthesis	final
xnor2_1	149	137
buf_6	2	24
nor4_1	32	24
o21a_1	31	26
buf_4	1	745
o21ai_2	0	22
and2_1	25	20
a21oi_1	184	146
inv_1	121	114
and3_1	43	39
clkbuf_16	0	21
nor3_1	83	68
a21o_1	37	35
nand3_1	125	113
nand2b_1	26	23
xor2_1	134	132
o21ai_0	143	111
nor2_1	367	360
nand4_1	64	64
a21oi_2	2	32
or3_1	47	41
a31oi_1	28	22
dfxtp_1	217	217
ha_1	176	157
o21ai_1	25	33
nand2_1	258	247
a211oi_1	34	26
fa_1	22	20
o211ai_1	39	39
## sequential cells by signal, indices dropped and copies added, names as in the netlist
name and cells:
input_mod.clr_deb.cnt 27, select_number 2, input_mod.ent_deb.cnt 27, input_mod.clr_sync.input_signal 3, slider_mod.cnt_3 26, output_number_select 1, slider_mod.number_2 14, display.MUX.bit_cnt 20
input_mod.ent_sync.input_signal 3, slider_mod.cnt_2 26, display.MUX.sel_cnt 2, slider_mod.cnt_4 26, slider_mod.cnt_1 26, slider_mod.number_1 14
## path summary, 6_finish.rpt
check / startpoint / slack [ns] / end
worst max-delay path: sld_arith / -5.18 / led_select[3]
worst min-delay path: input_mod.clr_sync.input_signal[0] / 0.44 / input_mod.clr_sync.input_signal[1]
worst max register to register: slider_mod.cnt_1[0] / 34.69 / slider_mod.number_1[11]
worst min register to register: input_mod.clr_sync.input_signal[0] / 0.44 / input_mod.clr_sync.input_signal[1]
## final cells by class
| cell class | count | share of cell area, % |
|---|---|---|
| clock inverter | 9 | 0.337 |
| clock buffer | 28 | 1.97 |
| timing repair buffer | 790 | 19.3 |
| multi-input combinational | 2511 | 60.7 |
| inverter | 128 | 1.59 |
| antenna | 1 | 0.00794 |
| sequential | 217 | 13.8 |
| tap | 585 | 2.32 |
## cells by family after synthesis
family / synth area share, %
xor+xnor: 11.4
simple gates: 26.2
compound gates: 25.4
flops: 19.5
other cells: 0.0169
buf+inv: 3.81
fa+ha+maj: 12.1
mux: 1.52
## routing by layer
metal | vias up | track usage [%] | wire (um)
li1 | 12300 | - | -
met1 | 11400 | 41.9 | 30900
met2 | 593 | 48.4 | 30800
met3 | 120 | 2.28 | 2900
met4 | 0 | 7.86 | 1870
met5 | - | 0 | 0
## power breakdown
group | internal, W | leakage, nW | switching [W]
registers | 0.000227 | 1.75 | 0.000000603
logic | 0.00000231 | 10.8 | 0.00000436
clock network | 0.000128 | 0.354 | 0.0000879
total | 0.000357 | 12.9 | 0.0000929
## timing repair
action,in CTS,in global routing
gates resized,211,121
gates cloned,1,1
buffers inserted,89,50
pin swaps,122,146
setup endpoints to repair,7,7
Power is estimated from default activity; no workload was simulated.
