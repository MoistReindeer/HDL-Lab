--- flow/run.sh ---
#!/bin/bash
# OpenROAD 26Q1-2900-gdf79404cd8, Yosys 0.63+post, stock flow scripts
make -C /OpenROAD-flow-scripts/flow DESIGN_CONFIG=/design/flow/config.mk WORK_HOME=/design/flow/orfs finish
--- flow/config.mk ---
export PLATFORM = sky130hd
export DESIGN_NAME = mycounter
export DESIGN_NICKNAME = mycounter
export VERILOG_FILES = /design/flow/design.v
export SDC_FILE = /design/flow/constraint.sdc
export NUM_CORES = 4
export LEC_CHECK = 1
export CORE_AREA = 10 10 70 70
export DIE_AREA = 0 0 80 80
--- flow/constraint.sdc ---
current_design mycounter

set clk_period 2.5
set clk_io_pct 0.2

create_clock -name clk0 -period $clk_period [get_ports {clk}]

set non_clock_inputs [all_inputs -no_clocks]
set_input_delay [expr $clk_period * $clk_io_pct] -clock clk0 $non_clock_inputs
set_output_delay [expr $clk_period * $clk_io_pct] -clock clk0 [all_outputs]
--- flow/design.v ---
module mycounter (
    input logic clk, reset,
    input logic enable,
    output logic [7:0] cnt
);
    always_ff @( posedge clk ) begin
        if (reset)
            cnt <= 0;
        else if (enable)
            cnt <= cnt + 1;
    end
endmodule
==> flow_summary.toml <==
# physical design summary
[routing]
drt_first_iter_violations = 3
drt_pre_antenna_iters = 4
antenna-diode-count = 0
routed_wl_um = 831
vias = 297
routed_wire_length_per_instance_um = 8.84
antenna_left = 0
drc_violations = 0
vias_per_cell = 3.16

[critical_path]
critPathLaunchType = "register"
path_max_fanout = 6
critical_path_start_end_classification = "reg2out"
worstSetupEndpointType = "output port"
cp_top_family = "buffers and inverters"
path_cells = "clkdlybuf4s50_1"
cp_num_buf_inv = 1
crit_path_required_time_ns = 2.00
critical_path.max_stage_delay_ns = 0.52
critical-path-slowest-cell = "sky130_fd_sc_hd__clkdlybuf4s50_1"
crit_arrival_ns = 1.20

[outcome]
outcome = "finished, final reports clean"

[floorplan]
core_area_sq_um = 3420
i_o_pins = 11
die_height_um = 80
rows = 21
fp.dieW_um = 80
fp-utilization = 0.0993
die-area_sq_um = 6400

[finish]
utilization = 0.149
layout-area-overhead-vs-synth_pct = 49.8
design_area_sq_um = 508
largest_reg_flops = 8
top_regs = "cnt x8"
drive_above_1_share = 0.0833
fillers = 396
registers.top_by_ff_count = "cnt"
finalNonFillerCells = 94

[logic_synthesis]
netlist-cell-type-count = 15
synth.ff_latch_count = 8
synth_area_per_cell_sq_um = 9.16
cell_area_after_synthesis_sq_um = 339
yosys.stat.chipArea_sq_um = 339
ys_cells = 37
synth_cells = 37
ys_seq_frac = 0.472
synth_warnings = 1

[clock_tree]
clock_transition_at_the_register_clock_pins_on_the_worst_setup_and_hold_paths_after_cts_ns = 0.05
cts-htree-levels = 1
cts_tree = "done"
root_buffer = "sky130_fd_sc_hd__clkbuf_4"
clock-sinks = 8
ctsResizeCount = 0
cts_buffers = 3
ctsLongestPathBuffers = 2
worst_skew_pair.late_latency_ns = 0.25
postCtsHoldBufs = 0
cts_post_setup_buffers_inserted = 0

[hold_path]
min-delay-path-class = "reg2reg"

[sta]
worst_clock_skew_ns = 0.00337
grt_setup_unrepaired = "false"
max_clock_freq_mhz = 588
setup_viol_count_final = 0
setup-tns-final_ns = 0
slew_viol_final = 0
fin_crit_sh = 0.681
final_hold_viol_count = 0
min_period_ns = 1.70
max_slew.worst_pin.slew_ns = 0.297
max_slew_margin = 0.802

[placement]
gp_congestion = 0.741
post_dp_cell_area_sq_um = 485
portBuffers = 10
post-place-cells = 91

[global_route]
number_of_global_route_vias_before_repair = 294
grt_max_degree = 9
grt_overflow_total = 0
antenna_found_initial = 0
grt_util_all_layers = 0.0267
grt_pass1_wl_um = 1350

[flow_run]
timing.max_cap.violations = 0
openroad_warnings = 25

[pwr]
power_per_cell_area_nw_per_um2 = 501
report.power.total_mw = 0.254
p_leak_nw = 0.174
ir_worst_vdd_mv = 0.174
==> cell usage after synthesis <==
master / count / area, sq um
sky130_fd_sc_hd__nand2_1: 2 / 7.51
sky130_fd_sc_hd__or3_1: 3 / 18.8
sky130_fd_sc_hd__o21ai_0: 3 / 15.0
sky130_fd_sc_hd__a21oi_1: 3 / 15.0
sky130_fd_sc_hd__nand3_1: 2 / 10.0
sky130_fd_sc_hd__nor2_1: 5 / 18.8
sky130_fd_sc_hd__dfxtp_1: 8 / 160
sky130_fd_sc_hd__nand4_1: 2 / 12.5
sky130_fd_sc_hd__buf_1: 1 / 3.75
sky130_fd_sc_hd__buf_4: 1 / 7.51
sky130_fd_sc_hd__mux2i_1: 1 / 10.0
sky130_fd_sc_hd__xor2_1: 3 / 26.3
sky130_fd_sc_hd__ha_1: 1 / 12.5
sky130_fd_sc_hd__xnor2_1: 1 / 8.76
sky130_fd_sc_hd__nand4_2: 1 / 12.5
==> layout make-up <==
class,count,area [sq um],area share
Multi-Input combinational cell,27,168,0.330
Sequential cell,8,160,0.315
Timing Repair Buffer,10,100,0.197
Clock buffer,3,22.5,0.0443
Tap cell,46,57.6,0.113
==> cells in the final DEF, fill, tap and decap left out, types with 2 or more instances in the layout <==
master                             n
sky130_fd_sc_hd__nand3_1           2
sky130_fd_sc_hd__dfxtp_1           8
sky130_fd_sc_hd__xor2_1            3
sky130_fd_sc_hd__clkbuf_4          3
sky130_fd_sc_hd__o21ai_0           3
sky130_fd_sc_hd__nor2_1            5
sky130_fd_sc_hd__nand2_1           2
sky130_fd_sc_hd__clkdlybuf4s50_1  10
sky130_fd_sc_hd__or3_1             3
sky130_fd_sc_hd__a21oi_1           3
sky130_fd_sc_hd__nand4_1           2
==> worst reg2reg max path: stages (launching register included) <==
cell and delay (ns):
sky130_fd_sc_hd__dfxtp_1 0.41, sky130_fd_sc_hd__ha_1 0.22, sky130_fd_sc_hd__nand3_1 0.10, sky130_fd_sc_hd__or3_1 0.36, sky130_fd_sc_hd__a21oi_1 0.14
==> metal layers <==
metal	vias to the layer above	GRT usage	wire length, um
met5	-	0	0
met4	0	0.00352	0
met3	0	0.0193	87
met2	13	0.0273	233
met1	134	0.0416	510
li1	150	-	-
==> through the flow <==
step	worst slack [ns]	hold slack, ns
floorplan	1.23	0.445
CTS	0.785	0.504
finish	0.798	0.501
global route	0.727	0.553
detailed placement	0.632	0.496
global placement	0.670	0.481
==> path summary, 6_finish.rpt <==
| kind | slack, ns | cells past startpoint | from | endpoint |
|---|---|---|---|---|
| setup / recovery | 0.80 | 1 | cnt[3]$_SDFFE_PP0P_ | cnt[3] |
| setup reg to reg | 1.21 | 4 | cnt[0]$_SDFFE_PP0P_ | cnt[6]$_SDFFE_PP0P_ |
| hold reg to reg | 0.50 | 2 | cnt[6]$_SDFFE_PP0P_ | cnt[6]$_SDFFE_PP0P_ |
| hold / removal | 0.50 | 2 | cnt[6]$_SDFFE_PP0P_ | cnt[6]$_SDFFE_PP0P_ |
==> report_power, final <==
group          switching [mW]  internal [mW]
clock network          0.0435         0.0549
registers             0.00445          0.131
logic                 0.00761         0.0128
==> cells by family (layout without fill, tap and decap cells) <==
| kind of cell | after synthesis | after routing | synth area share |
|---|---|---|---|
| and+or+nand+nor | 15 | 15 | 0.236 |
| DFF | 8 | 8 | 0.472 |
| AOI/OAI and AO/OA | 6 | 6 | 0.0885 |
| xor gates and xnor gates | 4 | 4 | 0.103 |
| buffers and inverters | 2 | 13 | 0.0332 |
| adders and majority gates | 1 | 1 | 0.0369 |
| muxes | 1 | 1 | 0.0295 |
